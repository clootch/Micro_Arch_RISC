==> flow/config.mk <==
export PLATFORM = sky130hd
export DESIGN_NAME = Register_File
export DESIGN_NICKNAME = Register_File
export VERILOG_FILES = /design/flow/design.v
export SDC_FILE = /design/flow/constraint.sdc
export NUM_CORES = 4
export LEC_CHECK = 1
export CORE_UTILIZATION = 30
==> flow/constraint.sdc <==
current_design Register_File

set clk_period 6.0
set clk_io_pct 0.2

create_clock -name clk0 -period $clk_period [get_ports {clk}]

set non_clock_inputs [all_inputs -no_clocks]
set_input_delay [expr $clk_period * $clk_io_pct] -clock clk0 $non_clock_inputs
set_output_delay [expr $clk_period * $clk_io_pct] -clock clk0 [all_outputs]
==> flow/design.v <==
module Register_File(
	input[4:0] AA,
	input[4:0] BA,
	input[4:0] DA,
	input RW,
	input clk,
	input[31:0] D,
	output[31:0] A,
	output[31:0] B
);
	reg[31:0] registers[31:0];
	reg[4:0] addrA;
	reg[4:0] addrB;
	integer i;
	initial begin
	   for(i = 0; i < 32; i = i+1) begin 
	     registers[i] = 0;
	   end
	   registers[1] = 4;
	   registers[2] = 5;
	   registers[3] = 1001;
	   registers[4] = -4350;
	   registers[7] = 5'b10101;
	   registers[8] = 5'b01110;
	   registers[10] = 500;
	   registers[15] = 70;
	   registers[24] = 400;
	   registers[31] = 405;
	end
	assign A = registers[AA];
	assign B = registers[BA];
	always @ (posedge clk) begin
	   if(RW==1 && DA!=0)
			registers[DA] = D;
	end
endmodule
==> flow/run.sh <==
#!/bin/bash
# OpenROAD 26Q1-2900-gdf79404cd8, Yosys 0.63+post, stock flow scripts
make -C /OpenROAD-flow-scripts/flow DESIGN_CONFIG=/design/flow/config.mk WORK_HOME=/design/flow/orfs finish
==> flow_metrics.env <==
# source this file to load flow results
export IMPL_ys_top_cells_by_area="edfxtp_1 63%, mux2i_1 21%, a22oi_1 3.0%"
export IMPL_p_sw_frac=0.235
export IMPL_cts_resized=0
export IMPL_run_status="complete, no violations"
export IMPL_end_kind="output pin"
export IMPL_overflow=0
export IMPL_instances_no_fill=5791
export IMPL_core_area_um2=161000
export IMPL_die_height_um=405
export IMPL_required_ns=4.80
export IMPL_syn_area_um2=48800
export IMPL_postCtsSetupBuffers=0
export IMPL_avgSynthCellArea_um2=14.4
export IMPL_arrival_ns=4.19
export IMPL_setup_tns_ns=0
export IMPL_area_growth_pct=15.6
export IMPL_dp_hpwl_um=89700
export IMPL_startpoint_type="input port"
export IMPL_cts_clk_slew_worst_paths_ns=0.06
export IMPL_dr_pass1_iters=6
export IMPL_power_density_nw_per_um2=278
export IMPL_rsz0062_at_grt="false"
export IMPL_busiest_layer="met2"
export IMPL_yosys_area_top_type="edfxtp_1"
export IMPL_ys_cells=3386
export IMPL_ys_area_um2=48800
export IMPL_use_met2=0.306
export IMPL_use_met1=0.238
export IMPL_finalCritPeriodShare=0.898
export IMPL_rows=147
export IMPL_p_switching_mw=3.68
export IMPL_seq_power_share=0.511
export IMPL_grt_use_met3=0.128
export IMPL_ctsHoldBuffers=0
export IMPL_layout_drive_gt1_share=0.101
export IMPL_dieWidth_um=405
export IMPL_power_mw=15.7
export IMPL_pwr_share_clk=0.392
export IMPL_fmax_mhz=186
export IMPL_grt_use_total=0.200
export IMPL_wire_per_inst_um=27.1
export IMPL_initCoreUtil=0.303
export IMPL_vias=31100
export IMPL_ys_warnings_count=1
export IMPL_ant_nets=0
export IMPL_antenna_found_initial=13
export IMPL_seq_area_frac_synth=0.631
export IMPL_yosysTopAreaCellShare=0.631
export IMPL_cts_buffer_depth=3
export IMPL_dpl_cell_count=5613
export IMPL_worst_slew_pin_slew_ns=1.03
export IMPL_grt_pass1_vias=32400
export IMPL_cts_buffers=101
export IMPL_drcViolationCount=0
export IMPL_setup_viol=0
export IMPL_yosys_cell_types_count=24
export IMPL_clock_sinks=1024
export IMPL_cts_tree="yes"
export IMPL_htree_levels=3
export IMPL_hold_path_depth=2
export IMPL_maxSlewHeadroom=0.313
export IMPL_grt_max_degree=67
export IMPL_final_max_slew_violation_count=0
export IMPL_grt_pass1_wl_um=222000
export IMPL_p_int_mw=12.0
export IMPL_hold_violations=0
export IMPL_warnings=26
export IMPL_drt_iter0_markers=1988
export IMPL_ys_ff=1024
export IMPL_critPathKind="in2out"
export IMPL_cap_violations=0
export IMPL_netlist_instances=3386
export IMPL_power_frac_comb=0.097
export IMPL_finalWirelength_um=157000
export IMPL_gp_congestion=0.884
export IMPL_cts_root_buf="clkbuf_16"
export IMPL_vdd_ir_drop_max_v=0.000250
export IMPL_min_path_type="in2reg"
export IMPL_vias_per_cell=5.36
export IMPL_chipArea_um2=164000
export IMPL_ios=113
export IMPL_io_buffers=112
export IMPL_p_leak_nw=20.5
export IMPL_period_minus_slack_ns=5.39
export IMPL_critPathMaxFanout=31
export IMPL_largest_reg_flops=1024
[power groups by stage]
stage	combinational (mW)	clock, mW	sequential (mW)
CTS	1.52	6.22	8.02
global route	1.62	6.48	8.03
finish	1.52	6.14	8.02
[routing by layer]
| layer | part of all wire | up-vias |
|---|---|---|
| li1 | - | 13700 |
| met1 | 0.36 | 15400 |
| met4 | 0.029 | 24 |
| met3 | 0.15 | 273 |
| met5 | 0.0013 | - |
| met2 | 0.46 | 1690 |
[kinds of logic (layout without fill, tap and decap cells)]
kind of cell / Yosys count / in the layout / synth area share
AND-OR/OR-AND: 576 / 576 / 0.0805
buffers and inverters: 253 / 466 / 0.0315
flip-flops: 1024 / 1024 / 0.631
multiplexers: 1024 / 1024 / 0.210
other: 1 / 33 / 0.0000769
AND/OR/NAND/NOR: 508 / 508 / 0.0471
[final timing paths]
check / startpoint / to / slack (ns)
max: BA[0] / B[12] / 0.61
min: D[17] / registers[26][17] / 1.31
[per-stage QoR]
step / util / setup slack (ns) / cell area, µm² / hold slack [ns]
final: 0.350 / 0.610 / 56400 / 1.31
after global routing: 0.350 / 0.497 / 56400 / 1.31
after CTS: 0.350 / 0.676 / 56400 / 1.28
after detailed placement: 0.331 / 0.675 / 53200 / 2.03
after global placement: 0.331 / 0.667 / 53200 / 2.02
after floorplan: - / 2.38 / 48900 / 1.30
[Yosys cell counts (all sizes together)]
cell type	count
edfxtp	1024
mux2i	1024
nand2	195
nand3	194
a21oi	192
a22oi	192
buf	167
a22o	128
clkbuf	86
a31oi	64
nor3	64
nor2	34
nand3b	5
nand2b	4
nor2b	4
or3b	3
and2	2
or2	2
conb	1
or3	1
[cell usage in the layout (no fill, tap or decap), drive strengths merged, types with 3 or more instances in the layout]
cell	Yosys	final
a22o	128	128
a21oi	192	192
nand2	195	195
clkinvlp	0	3
a22oi	192	192
buf	167	179
nand2b	4	4
a31oi	64	64
clkinv	0	43
nand3b	5	5
nor2b	4	4
clkbuf	86	122
conb	1	32
nor2	34	34
edfxtp	1024	1024
nor3	64	64
bufinv	0	7
mux2i	1024	1024
nand3	194	194
or3b	3	3
clkdlybuf4s50	0	110
[critical path, cell delays in order]
cell and delay (ns):
clkdlybuf4s50_1 0.62, nor2b_4 0.58, buf_4 0.53, a22o_1 0.23, nor3_1 0.05, a31oi_1 0.17
nand3_1 0.27, clkdlybuf4s50_1 0.51
[cell type report]
cell class / count / area (µm²)
Sequential cell: 1024 / 30700
Tap cell: 2160 / 2700
Antenna cell: 1 / 2.50
Fill cell: 15200 / 105000
Timing Repair Buffer: 289 / 2910
Multi-Input combinational cell: 2140 / 16900
Clock buffer: 122 / 2650
Clock inverter: 55 / 478
