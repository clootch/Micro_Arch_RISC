<file path="design/flow/run.sh">
#!/bin/bash
# OpenROAD 26Q1-2900-gdf79404cd8, Yosys 0.63+post, stock flow scripts
make -C /OpenROAD-flow-scripts/flow DESIGN_CONFIG=/design/flow/config.mk WORK_HOME=/design/flow/orfs finish
</file>
<file path="design/flow/config.mk">
export PLATFORM = sky130hd
export DESIGN_NAME = Function_Unit
export DESIGN_NICKNAME = Function_Unit
export VERILOG_FILES = /design/flow/design.v
export SDC_FILE = /design/flow/constraint.sdc
export NUM_CORES = 4
export LEC_CHECK = 1
export CORE_UTILIZATION = 40
</file>
<file path="design/flow/constraint.sdc">
current_design Function_Unit

set clk_period 15.9
set clk_io_pct 0.2

create_clock -name clk0 -period $clk_period

set non_clock_inputs [all_inputs -no_clocks]
set_input_delay [expr $clk_period * $clk_io_pct] -clock clk0 $non_clock_inputs
set_output_delay [expr $clk_period * $clk_io_pct] -clock clk0 [all_outputs]
</file>
<file path="design/flow/design.v">
module Function_Unit(
	input[31:0] A,
	input[31:0] B,
	input[4:0] SH,
	input[4:0] FS,
	output reg Z,
	output reg N,
	output reg V,
	output reg C,
	output reg[31:0] F 
);
wire[31:0] shiftval; 
reg [1:0] direction;
Shifter shifter(
.direction(direction),
.SH(SH),
.A(A),
.shiftOut(shiftval));
initial begin
Z = 0;
C = 0;
V = 0;
N = 0;
end
always @(*)
begin
    direction = ~FS[1:0];
	case(FS)
		5'b00000: begin  
			F = A;
			V = 0;
		end
		5'b00010: begin  
			{C,F} = A+B;
			V = (A[31] == B[31]) && (A[31] != F[31]);
		end
		5'b00101: begin  
			{C,F} = A + ~B + 1;  
			V = (A[31] != B[31]) && (F[31] == B[31]);
		end
		5'b01000: begin  
			F = A & B;
			C = 0;
			V =0;
		end
		5'b01010: begin  
			F = A | B;
			C = 0;
			V =0;
		end
		5'b01100: begin  
			F = A ^ B;
			C = 0;
			V =0;
		end
		5'b01110: begin  
			F = ~A;
			C = 0;
			V =0;
		end
		5'b00111: begin  
			{C,F} = A + 1;
			V = F[31] != A[31] && A[31] == 0;
		end
		5'b10000: begin  
			F = shiftval;  
			V =0;
		end
		5'b10001: begin  
			F = shiftval;  
			V =0;
		end
		default: begin
			F = 1'b0;
			V =0;
		end
	endcase
	if (F == 0) Z = 1;
	else Z = 0;
	N = F[31];
end
endmodule
`timescale 1ns / 1ps
module Shifter(
    input[1:0] direction,
    input[4:0] SH,
    input[31:0] A,
    output reg[31:0] shiftOut
    );
    always @ (*)
    begin
        case(direction)
            2'b00: shiftOut = A;
            2'b01: shiftOut = A;
            2'b10: shiftOut = A>>SH; 
            2'b11: shiftOut = A<<SH;  
        endcase
    end
endmodule
</file>
==> node_exporter_impl.prom <==
# HELP chip_impl_metric Yosys and OpenROAD flow results
# TYPE chip_impl_metric gauge
chip_impl_info{name="run_status",value="complete, no violations"} 1
chip_impl_metric{name="synth.top_cell.area_share",unit="%"} 11.5
chip_impl_metric{name="die_w",unit="um"} 171
chip_impl_info{name="post-synth-top-area-cell",value="ha_1"} 1
chip_impl_info{name="worst_path_max_delay_cell",value="mux2i_1"} 1
chip_impl_metric{name="period_minus_slack",unit="ps"} 12480
chip_impl_metric{name="dp_hpwl",unit="um"} 42800
chip_impl_metric{name="crit_arrival",unit="ps"} 9300
chip_impl_metric{name="layout_cells_sized_above_1",unit="%"} 11.0
chip_impl_metric{name="crit_fanout",unit=""} 38
chip_impl_metric{name="global_route.usage.met3",unit="%"} 9.26
chip_impl_metric{name="maximum_number_of_pins_on_one_net_before_global_route_repair",unit=""} 56
chip_impl_metric{name="number_of_unconstrained_endpoints",unit=""} 2
chip_impl_metric{name="drtAntennaViolNets",unit=""} 0
chip_impl_metric{name="ys.flops",unit=""} 1
chip_impl_info{name="critPathLaunchType",value="input port"} 1
chip_impl_info{name="holdCritPathClass",value="input port to output pin"} 1
chip_impl_metric{name="yosys-stat-area",unit="mm^2"} 0.0114
chip_impl_metric{name="worst_path_largest_cell_delay",unit="ps"} 750
chip_impl_info{name="ys_top_cells_by_area",value="ha_1 (12%), mux4_2 (9.9%), a21oi_1 (5.1%), nand2_1 (5.0%), nor2_1 (5.0%)"} 1
chip_impl_info{name="ys_dominant_reg_cell",value="dlxtn_1"} 1
chip_impl_metric{name="pwr_density_cell",unit="mW/mm^2"} 35.6
chip_impl_metric{name="synth_compound_gate_area_share",unit="%"} 35.2
chip_impl_metric{name="antenna_found_initial",unit=""} 1
chip_impl_metric{name="met1_usage",unit="%"} 56.9
chip_impl_metric{name="post_synth_xor_area_fraction",unit="%"} 1.84
chip_impl_metric{name="yosysWarningCount",unit=""} 2
chip_impl_metric{name="viasPerCell",unit=""} 7.00
chip_impl_info{name="holdPathEnd",value="V"} 1
chip_impl_metric{name="p_leak",unit="uW"} 0.00498
chip_impl_info{name="cp_cell_instances",value="buf_4, buf_4, mux2i_1, mux2i_1, mux2i_1, a2111oi_0, a2111o_1, a211o_1, or4_1, or4_1, nor4_1, or4b_1, nor4_2, clkdlybuf4s50_1"} 1
chip_impl_metric{name="whs",unit="ps"} 7680
chip_impl_metric{name="route.detailed.drc",unit=""} 0
chip_impl_info{name="timing.critical_path.mode_cell",value="mux2i_1"} 1
chip_impl_metric{name="synth_cell_types",unit=""} 84
chip_impl_metric{name="required_time_reported_for_the_critical_path_endpoint",unit="ps"} 12720
chip_impl_metric{name="globalplace.congestion",unit=""} 1.08
chip_impl_metric{name="grtUsageMet2",unit="%"} 58.5
chip_impl_metric{name="post_cts.resized_instances",unit=""} 0
chip_impl_metric{name="async_reset_ff_share",unit="%"} 0
chip_impl_info{name="min_from",value="B[31]"} 1
chip_impl_metric{name="fp_util",unit="%"} 40.9
chip_impl_metric{name="post_synth_adder_cell_area",unit="%"} 11.9
chip_impl_metric{name="dieArea",unit="mm^2"} 0.0292
chip_impl_metric{name="wire_length_of_the_first_global_routing_pass",unit="um"} 84600
chip_impl_info{name="gr-max-usage-layer",value="met2"} 1
chip_impl_info{name="post_synth_most_frequent_cells",value="nand2_1 (152), nor2_1 (151), clkbuf_1 (124)"} 1
chip_impl_metric{name="timing.final.hold_violations",unit=""} 0
chip_impl_metric{name="place_area",unit="mm^2"} 0.0127
chip_impl_metric{name="drt_pass1_iterations",unit=""} 6
chip_impl_metric{name="fmaxAchievable",unit="GHz"} 0.0801
chip_impl_metric{name="timing.max_cap.violations",unit=""} 0
chip_impl_info{name="cpLargestDelayFamily",value="simple AND/OR/NAND/NOR gates"} 1
chip_impl_metric{name="place.port_buffers",unit=""} 110
chip_impl_metric{name="ys_cells",unit=""} 1656
chip_impl_metric{name="grt_pass1_vias",unit=""} 13100
chip_impl_metric{name="post_synth_instance_area",unit="mm^2"} 0.0114
chip_impl_metric{name="tns",unit="ps"} 0
chip_impl_metric{name="ys_sh_simple",unit="%"} 23.3
chip_impl_metric{name="design_power_total",unit="uW"} 451
chip_impl_metric{name="flow.area_growth_from_synthesis",unit="%"} 11.2
chip_impl_metric{name="largest_register_ffs",unit=""} 1
chip_impl_metric{name="post-cts-setup-buffer-count",unit=""} 0
chip_impl_info{name="yosys-dominant-comb-family",value="AND-OR/OR-AND gates"} 1
chip_impl_metric{name="hold_path_depth",unit=""} 6
chip_impl_metric{name="syn_area_per_cell",unit="um^2"} 6.89
chip_impl_metric{name="timing_max_transition_violations_final",unit=""} 0
chip_impl_metric{name="placementRows",unit=""} 61
chip_impl_metric{name="filler_cell_count",unit=""} 2897
chip_impl_metric{name="die_h",unit="um"} 171
chip_impl_metric{name="layout_cells_excl_fill",unit=""} 2031
chip_impl_metric{name="stage_log_warnings",unit=""} 103
chip_impl_metric{name="grt-ovfl-total",unit=""} 0
chip_impl_metric{name="timing_worst_slew_pin_value",unit="ps"} 1340
chip_impl_metric{name="cp_num_buf_inv",unit=""} 3
chip_impl_metric{name="setup_viols_final",unit=""} 0
chip_impl_info{name="timing_worst_setup_path_type",value="input port to output pin"} 1
chip_impl_metric{name="routed_wl",unit="um"} 56700
chip_impl_info{name="synthMostInstantiatedCell",value="nand2_1"} 1
chip_impl_metric{name="insertedDiodeCount",unit=""} 0
chip_impl_metric{name="floorplan.core_area",unit="mm^2"} 0.0279
chip_impl_metric{name="stdcell_area",unit="mm^2"} 0.0127
chip_impl_metric{name="track_usage",unit="%"} 39.6
chip_impl_metric{name="instance_tally_after_logic_synthesis",unit=""} 1656
chip_impl_metric{name="muxShareOfSynthArea",unit="%"} 18.5
chip_impl_metric{name="detail_route.wl_per_cell",unit="um"} 27.9
chip_impl_metric{name="hold_buffer_count_at_cts",unit=""} 0
chip_impl_metric{name="floorplan.io_pins",unit=""} 110
chip_impl_metric{name="edf_count",unit=""} 0
chip_impl_metric{name="irDropWorstVdd",unit="mV"} 0.0195
chip_impl_info{name="rsz0062_at_grt",value="false"} 1
chip_impl_info{name="end_kind",value="output pin"} 1
chip_impl_metric{name="detail_route.iter0.violations",unit=""} 1963
chip_impl_metric{name="unclocked_pins",unit=""} 1
chip_impl_metric{name="vias_post_dr",unit=""} 14200
chip_impl_metric{name="min_period_over_period",unit="%"} 78.5
chip_impl_metric{name="placed_cells_incl_taps",unit=""} 2031
chip_impl_metric{name="slew_limit_headroom",unit="%"} 8.42
placed cells by master (no fill, tap or decap), types with 14 or more instances in the layout:
cell / netlist / layout
nand3_1: 22 / 22
nand2_1: 152 / 152
o31ai_1: 20 / 20
o211ai_1: 38 / 38
ha_1: 105 / 105
nand2b_1: 21 / 21
a21o_1: 26 / 26
a221oi_1: 30 / 30
a31oi_1: 23 / 23
mux2i_1: 51 / 51
xnor2_1: 22 / 22
inv_1: 98 / 98
o21ai_0: 99 / 99
nand4_1: 30 / 30
buf_4: 1 / 49
o221ai_1: 18 / 18
a211oi_1: 35 / 35
or3_1: 16 / 16
nor2_1: 151 / 149
a21oi_1: 116 / 116
mux2_2: 32 / 32
clkdlybuf4s50_1: 0 / 107
nor3_1: 46 / 45
mux4_2: 50 / 50
a211o_1: 14 / 14
nor2b_1: 17 / 17
stage by stage:
stage | setup WS, ps | util [%]
global route | 3140 | 45.4
global placement | 3650 | 45.4
floorplan | 5630 | -
finish | 3420 | 45.4
CTS | 3570 | 45.4
detailed placement | 3610 | 45.4
kinds of logic after synthesis:
| group | count (synthesis) |
|---|---|
| AND/OR/NAND/NOR | 545 |
| latches | 1 |
| XOR/XNOR | 24 |
| AND-OR/OR-AND | 576 |
| buffers and inverters | 262 |
| multiplexers | 141 |
| adder cells (fa/ha/maj) | 107 |
layer usage:
metal  wire length (um)  vias to the layer above  part of all wire (%)
li1                   -                     6316                     -
met1              23500                     6765                    41
met2              24300                      973                    43
met3               6540                      157                    12
met4               2340                        2                   4.1
met5                 13                        -                 0.023
worst max path at each step:
stage         startpoint  end  slack, ps  depth (start not counted)
global route        A[5]    Z       3140                         16
finish             SH[0]    Z       3420                         14
CTS                 A[6]    Z       3570                         15
report_power, final:
| part | switching [uW] | internal (uW) | total (uW) |
|---|---|---|---|
| clock network | 0 | 0 | 0 |
| registers | 0.0789 | 0.508 | 0.587 |
| logic | 275 | 176 | 451 |
final cells by class:
type	count	area, um^2	share of cell area (%)
multi-input combinational	1393	10400	81.8
timing repair buffer	158	1450	11.4
tap	378	473	3.73
inverter	101	379	2.99
sequential	1	15.0	0.118
